<file path="/design/flow/design.v">
module UART
		(
			input i_clock,
			input i_rx_bit,
			output o_tx_bit,
			output o_tx_interrupt,
			output o_rx_interrupt
		);
	wire[7:0] w_rx_to_tx;
	wire		 w_rx_int;
	assign o_rx_interrupt = w_rx_int;
	Uart_Rx Rx(.i_clock(i_clock),.i_rx_bit(i_rx_bit),.or_rx_interrupt(w_rx_int),
	           .o_rx_data(w_rx_to_tx));
	Uart_Tx Tx(.i_clock(i_clock),.i_tx_data_interrupt(w_rx_int),
				  .i_tx_data(w_rx_to_tx),.o_tx_interrupt(o_tx_interrupt),.o_tx_bit(o_tx_bit));
endmodule
module Uart_Rx
	(
		input 		i_clock,
		input 		i_rx_bit,
		output reg or_rx_interrupt = 0 ,
		output[7:0] o_rx_data
	);
	parameter rx_idle  = 3'b000 ;
	parameter rx_start = 3'b001 ;
	parameter rx_data  = 3'b010 ;
	parameter rx_stop  = 3'b011 ;
	parameter rx_end   = 3'b100 ;
	parameter CLK_PER_BIT = 5208;
	reg[2:0]   r_rx_status       = 0 ;
	reg[7:0]   r_rx_data         = 0 ;
	reg[7:0]   r_rx_baud_count   = 0 ;
	reg[2:0]   r_rx_bit_count    = 0 ;
always @(posedge i_clock)
begin
	case(r_rx_status)
		rx_idle: 
		begin
			or_rx_interrupt <= 0 ;
			r_rx_bit_count <= 0 ;
			r_rx_baud_count   <= 0 ;
			if(i_rx_bit == 1'b0) 
				r_rx_status <= rx_start ;
			else
				r_rx_status <= rx_idle ;
		end 
		rx_start: 
		begin	
			if((CLK_PER_BIT-1)/2 == r_rx_baud_count)
			  begin
				if(i_rx_bit == 1'b0)
				  begin
					r_rx_status  <= rx_data ;
					r_rx_baud_count <= 0 ;
				  end
				else
					r_rx_status  <= rx_idle ;
			  end
			else
			  begin
				r_rx_baud_count <= r_rx_baud_count + 1 ;
				r_rx_status <= rx_start ;
			  end
		end  
		rx_data:
		  begin
			if(r_rx_baud_count < CLK_PER_BIT-1)
			  begin
				r_rx_baud_count <= r_rx_baud_count + 1 ;
				r_rx_status <= rx_data ;
			  end
			else
			  begin
				r_rx_data[r_rx_bit_count] <= i_rx_bit ;
				r_rx_baud_count <= 0 ;
				if(r_rx_bit_count < 7 )
				  begin
					r_rx_bit_count <= r_rx_bit_count +1 ;
					r_rx_status <= rx_data ;
				  end
				else
				  begin
					r_rx_bit_count <=0 ;
					r_rx_status <= rx_stop ;
				  end
			end
		end 
      rx_stop :
      begin
			if (r_rx_baud_count < CLK_PER_BIT-1)
			begin
				r_rx_baud_count <= r_rx_baud_count + 1 ;
				r_rx_status <= rx_stop ;
         end
         else
         begin
				or_rx_interrupt <= 1'b1;
				r_rx_baud_count   <= 0;
				r_rx_status    <= rx_end;
			end
      end  
		rx_end:
		begin
			or_rx_interrupt <= 1'b0;
			r_rx_status    <= rx_idle;
		end  
	endcase
end
endmodule
module Uart_Tx
		(
			input 		i_clock,
			input 		i_tx_data_interrupt,
			input [7:0]	i_tx_data,
			output 		o_tx_interrupt,
			output      o_tx_bit
		);
	parameter CLK_PER_BIT = 5208;
	parameter tx_idle  = 3'b000 ;
	parameter tx_start = 3'b001 ;
	parameter tx_send  = 3'b010 ;
	parameter tx_stop  = 3'b011 ;
	parameter tx_end   = 3'b100 ;
	reg[7:0] r_tx_data 		 = 0 ;
	reg[7:0] r_tx_baud_count = 0 ;
	reg[2:0] r_tx_bit_count  = 0 ;
	reg[2:0] r_tx_status     = 0 ;
	reg      r_tx_interrupt  = 0 ;
	reg 	 	r_tx_bit        = 1 ;
	wire w_tx_bit;
	wire w_tx_interrupt;
	assign w_tx_bit       = r_tx_bit       ;
	assign w_tx_interrupt = r_tx_interrupt ;
	assign o_tx_bit       = w_tx_bit       ;
	assign o_tx_interrupt = w_tx_interrupt ;
	always @ (posedge i_clock) 
	begin
		case(r_tx_status)
			tx_idle: 
			begin
				r_tx_bit        <= 1 ;
				r_tx_baud_count <= 0 ;
				r_tx_bit_count  <= 0 ;
				r_tx_interrupt  <= 0 ;
				if(i_tx_data_interrupt == 1)
				  begin
				   r_tx_data   <= i_tx_data ;
					r_tx_status <= tx_start  ;
				  end
				else
					r_tx_status <= tx_idle;
			end 
			tx_start: 
			begin
				if( r_tx_baud_count < CLK_PER_BIT -1 )
				  begin
				   r_tx_status     <= tx_start            ;
					r_tx_bit        <= 1'b0                ;
					r_tx_baud_count <= r_tx_baud_count + 1 ;
				  end
				else
				 begin
					r_tx_baud_count <= 0  ;
					r_tx_status     <= tx_send ;
				 end		
			end 
			tx_send: 
			begin
				if( r_tx_baud_count < CLK_PER_BIT -1 )
				  begin
					r_tx_bit        <= r_tx_data[r_tx_bit_count] ; 
					r_tx_baud_count <= r_tx_baud_count + 1       ;				  
				  end
				else
				  begin
				    r_tx_baud_count <= 0 ;
					 if(r_tx_bit_count < 7)
						r_tx_bit_count <= r_tx_bit_count + 1;
					 else	
					   r_tx_status     <= tx_end ;
						r_tx_baud_count <= 0      ;
						r_tx_bit_count  <= 0      ;
				  end			
			end 
			tx_stop: 
			begin
				if( r_tx_baud_count < CLK_PER_BIT -1 )
				  begin
				   r_tx_status     <= tx_start            ;
					r_tx_bit        <= 1'b0                ;
					r_tx_baud_count <= r_tx_baud_count + 1 ;
				  end
				else
				 begin
				   r_tx_bit        <= 1'b1   ;
					r_tx_baud_count <= 0      ;
					r_tx_status     <= tx_end ;					
				 end		
			end 
			tx_end:
			begin
			   r_tx_bit       <= 1'b1    ;
				r_tx_interrupt <= 1'b1    ;
				r_tx_status    <= tx_idle ;
			end
		endcase
	end
endmodule
</file>
<file path="/design/flow/run.sh">
#!/bin/bash
# OpenROAD 26Q1-2900-gdf79404cd8, Yosys 0.63+post, stock flow scripts
make -C /OpenROAD-flow-scripts/flow DESIGN_CONFIG=/design/flow/config.mk WORK_HOME=/design/flow/orfs finish
</file>
<file path="/design/flow/config.mk">
export PLATFORM = sky130hd
export DESIGN_NAME = UART
export DESIGN_NICKNAME = UART
export VERILOG_FILES = /design/flow/design.v
export SDC_FILE = /design/flow/constraint.sdc
export NUM_CORES = 4
export LEC_CHECK = 1
export CORE_AREA = 10 10 70 70
export DIE_AREA = 0 0 80 80
</file>
<file path="/design/flow/constraint.sdc">
current_design UART

set clk_period 1.4
set clk_io_pct 0.2

create_clock -name clk0 -period $clk_period [get_ports {i_clock}]

set non_clock_inputs [all_inputs -no_clocks]
set_input_delay [expr $clk_period * $clk_io_pct] -clock clk0 $non_clock_inputs
set_output_delay [expr $clk_period * $clk_io_pct] -clock clk0 [all_outputs]
</file>
==> flow_metrics.tcl <==
# flow metrics
set metrics [dict create \
    internal_power_uw 274 \
    reg2regPathDepth 1 \
    fin_setup_tns_ns 0 \
    cts-buffers-inserted 3 \
    p_switching_uw 63.1 \
    drive_gt1_share_pct 15.0 \
    crit_arrival_ns 1.05 \
    place.gp.congestion 0.627 \
    via_count 85 \
    std_cell_rows 21 \
    min_from "Tx.r_tx_status[0]" \
    logic_area_um2 35.0 \
    synth_adder_area_share_pct 0 \
    antenna_found_initial 0 \
    pwr-share-comb_pct 2.2 \
    clockRootBuffer "clkbuf_4" \
    drc 0 \
    postPlaceCellArea_um2 256 \
    postLayoutCellArea_um2 283 \
    cts_tree "yes" \
    ys_sh_aoi_pct 4.26 \
    rsz0062_at_grt "no" \
    p_clk_share_pct 49.3 \
    seqPwrFrac_pct 48.5 \
    place_inst 62 \
    die_h_um 80 \
    ant_nets 0 \
    slowest_stage "clkdlybuf4s50_1" \
    top_logic_kind "simple AND/OR/NAND/NOR gates" \
    initCoreUtil_pct 5.16 \
    antenna_cells_inserted 0 \
    syn_area_um2 176 \
    irDropWorstVdd_v 0.000351 \
    hold_depth 1 \
    io_pins 5 \
    ys_sh_simple_pct 9.22 \
    path_clk_slew_ns 0.04 \
    cts.repair.resized 0 \
    chipArea_um2 6400 \
    post-cts-setup-buffers 0 \
    min_to "Tx.r_tx_bit" \
    worst-path-stages 1 \
    r2r_setup_slack_ns 0.52 \
    cts.sinks 5 \
    lay_top_cells "edfxtp_1 (3), conb_1 (3), clkbuf_4 (3), clkdlybuf4s50_1 (3)" \
    ys_chip_area_um2 176 \
    ctsHtreeMaxLevel 1 \
    final_cells 66 \
    yosys_cells 14 \
    ctsHoldBuffers 0 \
    drt_pass1_iterations 3 \
    drtIter0Drc 5 \
    synth_flops 5 \
    topCellsByArea "edfxtp_1 (51%), dfxtp_1 (23%), or2_1 (7.1%), buf_4 (4.3%), conb_1 (4.3%)" \
    syn_inst 14 \
    grt_max_degree 5 \
    crit_path_start_kind "flip-flop" \
    die_x_um 80 \
    syn_to_final_growth_pct 60.3 \
    place_ws_ns 0.317 \
    critPathBufInv 1 \
    finClkSkew_ns 0.00135 \
    maxSlewViolCount 0 \
    avgRoutedWirePerCell_um 3.91 \
    syn_area_per_cell_um2 12.6 \
    wl_um 258 \
    setup_ws_ns 0.0711 \
    hp-class "flip-flop to flip-flop" \
    rr_startpoint "Rx.r_rx_status[1]" \
    grt_first_pass_wirelength_um 386 \
    fin_crit_ns 1.33 \
    cp_top_family "buffers and inverters" \
    finalHoldViolCount 0 \
    grt_pass1_vias 73 \
    max_stage_delay_ns 0.48 \
    area.sequential_um2 130 \
    worstSetupPathType "flip-flop to output pin" \
    power_density_nw_per_um2 1190 \
    crit_chain "clkdlybuf4s50_1" \
    seq_area_frac_synth_pct 73.8 \
    ys_warn_count 10 \
    num-fill-cells 407 \
    cap_violations 0 \
    track_usage_pct 0.930 \
    outcome "completed" \
    period_used_pct 94.9 \
    io_buffers 3 \
    top_area_cell "edfxtp_1" \
    cp.required_ns 1.12 \
    fmax_mhz 753 \
    core_area_um2 3420 \
    warnings 25 \
    viasPerCell 1.29 \
    clk_latency_ns 0.24 \
    clockBufferDepth 2 \
    setup_viol 0 \
    synth.top_cell.area_share_pct 51.1 \
    synth_cell_type_count 9 \
    p_sw_share_pct 18.7 \
    r2r-end "Rx.or_rx_interrupt" \
    overflow 0 \
    synth-xor-area-share_pct 0 \
    leakagePower_uw 0.0000966 \
    worstPathMaxFanout 2 \
    ys_sh_mux_pct 0 \
    end_kind "output pin" \
    utilization_pct 8.28 \
]
power by group through the flow:
stage / clock (µW) / sequential [µW] / combinational (µW)
5_1_grt: 193 / 163 / 8.22
4_1_cts: 173 / 163 / 7.62
6_report: 166 / 163 / 7.38
worst max-delay path by stage:
stage                               from             end  slack [ns]
after global routing  Rx.or_rx_interrupt  o_rx_interrupt        0.03
final                 Rx.or_rx_interrupt  o_rx_interrupt        0.07
after CTS             Rx.or_rx_interrupt  o_rx_interrupt        0.05
registers in the layout, summed over array words and instances, names as in the netlist:
signal,flops
Tx.r_tx_bit,1
Tx.r_tx_status,1
Rx.r_rx_status,2
Rx.or_rx_interrupt,1
cells in the mapped netlist:
cell and n:
or2_1 2, nor2_1 1, inv_1 1, conb_1 2
clkbuf_1 1, o21bai_1 1, buf_4 1, dfxtp_1 2
edfxtp_1 3
per-stage QoR:
stage               hold WS [ns]  total power (µW)
CTS                        0.368               344
finish                     0.365               337
global route               0.385               364
global placement           0.352               173
floorplan                  0.348               171
detailed placement         0.355               173
cell type report:
type                    instances  area share [%]
inverters                       1            1.33
repair buffers                  3            10.6
flip-flops and latches          5            46.0
well taps                      46            20.4
clock buffers                   4            9.29
multi-input cells               7            12.4
cell families after synthesis:
group | count (synthesis)
compound gates | 1
buf+inv | 3
flops | 5
other cells | 2
simple gates | 3
metal layers:
metal	vias to the layer above	global-route usage (%)	wire length [µm]
met4	0	0.528	0
met2	6	0.321	46
met1	30	1.01	141
met3	0	2.05	70
met5	-	0	0
li1	49	-	-
Power and IR drop assume default switching activity.
